**flow/design.v**
```verilog
module DriverController(
	input clk,
	input cw,
	input ccw,
	output en,
	output reg dir,
	output reg step
    );
	wire active = cw || ccw;
	assign en = active;
	reg [19:0] clk_div;
	always @(posedge clk) begin
		clk_div <= clk_div + 1;
		if(active) begin
			step <= clk_div[19];  
			dir <= ccw;
		end
		else begin
			step <= 0;
		end
	end
endmodule
```
**flow/config.mk**
```make
export PLATFORM = sky130hd
export DESIGN_NAME = DriverController
export DESIGN_NICKNAME = DriverController
export VERILOG_FILES = /design/flow/design.v
export SDC_FILE = /design/flow/constraint.sdc
export NUM_CORES = 4
export LEC_CHECK = 1
export CORE_AREA = 10 10 85 85
export DIE_AREA = 0 0 95 95
```
**flow/constraint.sdc**
```tcl
current_design DriverController

set clk_period 3.0
set clk_io_pct 0.2

create_clock -name clk0 -period $clk_period [get_ports {clk}]

set non_clock_inputs [all_inputs -no_clocks]
set_input_delay [expr $clk_period * $clk_io_pct] -clock clk0 $non_clock_inputs
set_output_delay [expr $clk_period * $clk_io_pct] -clock clk0 [all_outputs]
```
**flow/run.sh**
```bash
#!/bin/bash
# OpenROAD 26Q1-2900-gdf79404cd8, Yosys 0.63+post, stock flow scripts
make -C /OpenROAD-flow-scripts/flow DESIGN_CONFIG=/design/flow/config.mk WORK_HOME=/design/flow/orfs finish
```
==> summary.txt <==
Implementation numbers.

- The final setup TNS is 0 ns.
- After detailed routing, the wire length on met1 is around 610 µm.
- The last timing report of the flow puts the setup violation total at 0.
- The count of routing violations after the opening detailed-route iteration is 22.
- No sink is reached through more buffers than the 2 on the longest clock path.
- The number of diodes is 0.
- In the final run the clock tree shows a worst skew of 0.000615 ns.
- The synthesis report lists the Yosys warning total as 1.
- The cell seen most often among critical-path stages is clkdlybuf4s50_1.
- For reference, the most critical setup path is categorized as in2out.
- The timing report attributes the biggest portion of critical-path delay to buffers and inverters.
- The length of routed met2 wiring is 415 µm.
- The area overhead of the layout relative to synthesis is 20.5%.
- The first global-routing pass estimated ~1.9 mm of wire.
- For this block, the via count after detailed routing is 501.
- For this run, the detailed router's first-pass iteration total came to 4.
- The top routing layer in use is met4.
- The main area contributors are dfxtp_1 (50%), xnor2_1 (9.3%), xor2_1 (9.3%).
- Summed over all nets, wire length on met3 after detailed routing comes to about 110 µm.
- Counting flops and latches in the post-synthesis netlist gives 22.
- The highest ir drop seen on vdd is 277 µV.
- The netlist area before placement is 847 µm².
- After synthesis, the mean cell area works out to between 10 and 15 µm².
- The chip area is 9030 µm².
- The minimum period implied by the final worst setup slack is approximately 2.3 ns.
- The completed layout was analyzed and its total power is 0.484 mW.
- According to the I/O placement log, the pin count is 6.
- The slew at the pin closest to its max-slew limit is 0.432 ns.
- The script logs the ratio of routed vias to standard cells as 3.21.
- The report lists the power per cell area as roughly 470 nW/µm².
- The H-tree depth reported by CTS is 1.
- The buffer type at the clock tree root is clkbuf_8.
- The script logs the mean routed wire length per placed instance as between 7 and 8 µm.
- The area of the core region is 5470 µm².
- The filler cells instantiated in the layout total 611.
- The period utilization is 77.9%.
- The post-cts hold-fix buffer tally is 0.
- TritonCTS built the clock tree.
- In this build the clock could be raised as far as 428 MHz.
- The area reported by Yosys stat is 847 µm².
- Across all checked pins, the minimum headroom to the slew limit is 70.8%.
- The share of the synthesized area in the top cell type is between 40% and 50%.
- Endpoints failing hold in the final report were tallied at 0.
- The number of standard-cell rows in the floorplan is 27.
- After technology mapping, the gate count stands at 76.
- At the floorplan stage, the core utilization is reported as 15.5%.
- The number of buffer and inverter instances along the worst setup path is 2.
- Per the GRT congestion report, total overflow comes to 0.
- The OpenROAD report gives the critical path a required time of between 2 and 2.5 ns.
- Routability-driven placement finished with a final weighted congestion of around 0.74.
- Listed in order, past its start point the critical path passes clkdlybuf4s50_1 -> or2_2 -> clkdlybuf4s50_1.
- The type of element capturing the critical path is a primary output.
- The CTS sink count is 22.
- The worst min-delay path category is reg2reg.
- The buffers inserted during post-CTS setup optimization is 0.
- The post-route antenna net violation count is 0.
- The data arrival time of the critical path is between 1.5 and 2 ns.
- Of the synthesized area, sequential elements account for 53.2%.
- The number of warnings reported in the stage logs is 25.
- The biggest area contributor in the post-synthesis netlist is dfxtp_1.
- The maximum number of pins on one net before global-route repair is 13.
- The die width is 95 µm.
- Cells with a size suffix above 1 make up 11.9% of the layout.
- Setup repair after global routing left no endpoint under its margin.
- The max-cap violation count is 0.
- According to the dpl log, the detail-placed design has an HPWL of about 850 µm.
- From bottom edge to top edge, the die measures 95 µm.
- At the later pin of the worst-skew pair, clock insertion delay measures 0.25 ns.
- In this run the static leakage power is about 0.38 nW.
- The number of global-route vias before repair is 447.
- The quantity of I/O buffers inserted on ports is 5.
- For this run, the slowest stage of the critical path takes 0.41 ns.
- The number of antenna violations at the first check in global routing is 0.
- The final routed DRC violation total is 0.
- Global routing used 2.62% of the available tracks.
- The worst setup path is launched from a primary input.
- The clock transition time at the flip-flop clock pins of the worst setup and hold paths is 0.07 ns.
- The final tally of max-slew violations is 0.
- The netlist uses 20 different library cells.
- Wires add up to 1.13 mm.
- The cell count in the Yosys report is between 70 and 80.
- The CTS buffer count is 3.
- The post-cts repair resize count is 0.
- Looking at the critical path, the single cell with the biggest stage delay is clkdlybuf4s50_1.
- The flow ran to the end, and the final reports show no timing, DRC or antenna violations.
- The highest net fanout along the worst path is 3.
==> layout make-up <==
class	instances	area, µm²	share of cell area (%)
tap	72	90.1	8.82
multi-input combinational	52	382	37.4
inverter	1	3.75	0.368
clock buffer	4	45.0	4.41
timing repair buffer	5	50.0	4.90
sequential	22	450	44.1
==> synth_stat cells (all sizes together) <==
cell type / number
nand4: 4
and4: 1
and2: 2
inv: 1
nor4b: 1
ha: 1
nor2: 3
edfxtp: 1
nand3: 4
xor2: 9
or4: 1
dfxtp: 21
buf: 1
and3: 5
nor3: 3
xnor2: 9
nand2: 8
or2: 1
==> path summary, 6_finish.rpt <==
kind,startpoint,end,slack [ns],depth (start not counted)
hold / removal,clk_div[0],clk_div[0],0.41,1
hold reg to reg,clk_div[0],clk_div[0],0.41,1
setup / recovery,ccw,en,0.66,3
setup reg to reg,clk_div[0],clk_div[18],1.28,5
==> worst reg2reg max path, delay by kind of cell (launching register included) <==
family	cells	cell delay, ns
and+or+nand+nor	3	0.87
DFF	1	0.37
adders and majority gates	1	0.22
xor gates and xnor gates	1	0.14
==> state kept, by name, summed over array words and instances (netlist names) <==
| signal | flops |
|---|---|
| clk_div | 20 |
| dir | 1 |
| step | 1 |
==> where the power goes <==
group          switching [mW]  total (mW)  internal (mW)
Clock                  0.0867       0.181         0.0944
Combinational         0.00110     0.00679        0.00569
Sequential           0.000327       0.296          0.295
Total                  0.0882       0.484          0.395
==> cells by family after synthesis <==
group                      count (synthesis)  share of synthesized area (%)
xor gates and xnor gates                  18                           18.6
adders and majority gates                  1                           1.48
buffers and inverters                      2                           1.77
DFF                                       22                           53.2
and+or+nand+nor                           33                           25.0
==> per-stage QoR <==
step	cells	utilization [%]	setup slack (ns)	hold WS, ns	area, µm²
finish	156	18.7	0.664	0.414	1020
global route	156	18.7	0.632	0.437	1020
CTS	156	18.7	0.658	0.418	1020
detailed placement	152	17.8	0.658	0.399	976
global placement	152	17.8	0.658	0.391	976
floorplan	76	-	1.51	0.379	847
==> layout by cell type, fill, tap and decap left out, drive strengths merged <==
| cell | n |
|---|---|
| or2 | 1 |
| nor2 | 3 |
| nand4 | 4 |
| nor3 | 3 |
| inv | 1 |
| and3 | 5 |
| edfxtp | 1 |
| and2 | 2 |
| and4 | 1 |
| nand2 | 8 |
| nor4b | 1 |
| xor2 | 9 |
| clkbuf | 4 |
| clkdlybuf4s50 | 5 |
| or4 | 1 |
| nand3 | 4 |
| xnor2 | 9 |
| ha | 1 |
| dfxtp | 21 |
==> per-layer routing <==
| metal | global-route usage (%) | up-vias |
|---|---|---|
| met4 | 0.125 | 0 |
| met3 | 1.28 | 2 |
| met2 | 3.66 | 8 |
| met5 | 0 | - |
| met1 | 3.77 | 220 |
| li1 | - | 271 |
Power is estimated from default activity; no workload was simulated.
